$ cat config.mk
export PLATFORM = sky130hd
export DESIGN_NAME = EXECUTE_REG
export DESIGN_NICKNAME = EXECUTE_REG
export VERILOG_FILES = /design/flow/design.v
export SDC_FILE = /design/flow/constraint.sdc
export NUM_CORES = 4
export LEC_CHECK = 1
export CORE_AREA = 10 10 281 281
export DIE_AREA = 0 0 291 291
$ cat constraint.sdc
current_design EXECUTE_REG

set clk_period 1.0
set clk_io_pct 0.2

create_clock -name clk0 -period $clk_period [get_ports {clk}]

set non_clock_inputs [all_inputs -no_clocks]
set_input_delay [expr $clk_period * $clk_io_pct] -clock clk0 $non_clock_inputs
set_output_delay [expr $clk_period * $clk_io_pct] -clock clk0 [all_outputs]
$ cat design.v
module EXECUTE_REG(clk,E_bubble,D_stat,D_icode,D_ifun,D_valC,d_valA,
d_valB,d_dstE,d_dstM,d_srcA,d_srcB,
E_stat,E_icode,E_ifun,E_valC,E_valA,E_valB,E_dstE,E_dstM,
E_srcA,E_srcB);
input clk;
input E_bubble;
input [2:0]D_stat;
input [3:0]D_icode; 
input [3:0]D_ifun; 
input [3:0]d_dstE;
input [3:0]d_dstM;
input [3:0]d_srcA;
input [3:0]d_srcB;
input [63:0]d_valA;
input [63:0]d_valB;
input [63:0]D_valC;
output reg [2:0] E_stat;
output reg [3:0] E_icode; 
output reg [3:0] E_ifun;
output reg [3:0]E_dstE;
output reg [3:0]E_dstM;;
output reg [3:0]E_srcA;
output reg [3:0]E_srcB;
output reg [63:0]E_valC;
output reg [63:0]E_valA;
output reg [63:0]E_valB;
always @(posedge(clk)) begin
	case (E_bubble)
		4'h1:begin
			E_icode <= 4'h1;
			E_ifun <= 4'h0;
		end
		default:begin
			E_stat <= D_stat;
			E_icode <= D_icode;
			E_ifun <= D_ifun;
			E_valC <= D_valC;
			E_valA <= d_valA;
			E_valB <= d_valB;
			E_dstE <= d_dstE;
			E_dstM <= d_dstM;
			E_srcA <= d_srcA;
			E_srcB <= d_srcB;
		end
	endcase
end
endmodule
$ cat run.sh
#!/bin/bash
# OpenROAD 26Q1-2900-gdf79404cd8, Yosys 0.63+post, stock flow scripts
make -C /OpenROAD-flow-scripts/flow DESIGN_CONFIG=/design/flow/config.mk WORK_HOME=/design/flow/orfs finish
==> impl_metrics.env <==
# flow metrics
export IMPL_power_internal_mw=17.76
export IMPL_p_seq_frac=0.501
export IMPL_post_cts_setup_buffer_count=0
export IMPL_start_kind="flop"
export IMPL_cp_max_fo=1
export IMPL_gp_congestion=0.8389
export IMPL_grt_pass1_wl_microns=35560
export IMPL_crit_arrival_ps=1220
export IMPL_synth_cells=228
export IMPL_irDropWorstVdd_uv=1292
export IMPL_dpl_hpwl_microns=21680
export IMPL_die_area_sq_um=84680
export IMPL_power_total_mw=22.03
export IMPL_ant_nets=0
export IMPL_hp_class="in -> reg"
export IMPL_clockBufferDepth=3
export IMPL_synth_flops=219
export IMPL_post_place_ws_ps=-602.5
export IMPL_min_path_cells=3
export IMPL_avgRoutedWirePerCell_microns=15.24
export IMPL_top_area_cell="edfxtp_1"
export IMPL_synthTopCellsByArea="edfxtp_1 97%, dfxtp_1 2.4%, nor2b_1 0.67%, or2_1 0.096%, inv_1 0.057%"
export IMPL_ys_area_sq_um=6550
export IMPL_drc=0
export IMPL_crit_start="E_valB[53]$_DFFE_PN_"
export IMPL_rows=99
export IMPL_stdcell_count=1697
export IMPL_fp_util=0.08993
export IMPL_setup_violations_final=219
export IMPL_p_clk_frac=0.416
export IMPL_status="finished with violations"
export IMPL_overflow=0
export IMPL_maxSlewViolCount=0
export IMPL_fin_hold_ws_ps=91.21
export IMPL_p_sw_frac=0.1939
export IMPL_htree_levels=1
export IMPL_ctsRootBufferMaster="clkbuf_16"
export IMPL_cts_clk_slew_worst_paths_ps=60
export IMPL_cellPowerDensity_nw_per_um2=1807
export IMPL_grt_use_total=0.05920
export IMPL_io_buffers=439
export IMPL_cts_hold_buf=0
export IMPL_rsz0062_at_grt="yes"
export IMPL_area_growth_pct=86.07
export IMPL_place_inst=1651
export IMPL_ys_warnings_count=1
export IMPL_syn_area_sq_um=6550
export IMPL_fillers=7940
export IMPL_warning_count=28
export IMPL_violations="setup timing"
export IMPL_leakage_nw=4.439
export IMPL_fin_crit_sh=1.421
export IMPL_fin_ws_ps=-421.4
export IMPL_num_vias=4231
export IMPL_cap_violations=0
export IMPL_firstDrtPassIters=4
export IMPL_clock_sinks=219
export IMPL_top_cell_area_share=0.9673
export IMPL_worst_slew_pin_slew_ps=344.0
export IMPL_slew_headroom=0.7699
export IMPL_path_cells="buf_2"
export IMPL_vias_per_cell=2.493
export IMPL_io_pins=440
export IMPL_die_y_microns=291
export IMPL_grt_pass1_vias=4742
export IMPL_crit_buf_inv=1
export IMPL_ys_seq_share=0.9918
export IMPL_path_class="reg -> out"
export IMPL_die_x_microns=291
export IMPL_cts_buffers=25
export IMPL_hold_viol_final=0
export IMPL_cp_required_ps=800
export IMPL_grt_max_degree=32
export IMPL_drt_iter0_drc=93
export IMPL_synth_area_per_cell_sq_um=28.73
export IMPL_cts_tree="yes"
export IMPL_synth_cell_type_count=5
export IMPL_routed_wl_microns=25860
export IMPL_power_frac_comb=0.083
export IMPL_antenna_found_initial=15
export IMPL_min_period_ps=1421
export IMPL_cpPeakStageDelay_ps=500
export IMPL_critical_path_endpoint_type="output port"
export IMPL_fmax_mhz=703.5
export IMPL_power_switching_mw=4.271
export IMPL_design_core_area_sq_um=72830
export IMPL_yosysCellCount=228
export IMPL_cpMaxStageDelayCell="edfxtp_1"
export IMPL_drive_above_1_share=0.3905
export IMPL_cp_endpoint="E_valB[53]"
export IMPL_path_delay_family="flip-flops"
export IMPL_worstSetupPathDepth=1
[power groups by stage]
stage                 Clock, mW  Sequential [mW]  Combinational, mW
after CTS                  9.60             11.1               1.91
after global routing       9.88             11.1               2.02
final                      9.16             11.0               1.83
[state kept, by name, summed over array words and instances, names as in the netlist]
register,flops
E_valA,64
E_srcA,4
E_dstE,4
E_icode,4
E_dstM,4
E_valB,64
E_stat,3
E_valC,64
E_srcB,4
E_ifun,4
[cells in the final DEF (no fill, tap or decap), types with 2 or more instances in the layout]
master	n
diode_2	3
clkbuf_1	8
buf_6	2
clkinvlp_4	2
buf_4	16
dfxtp_2	8
clkbuf_16	25
bufinv_16	4
buf_12	8
clkdlybuf4s50_1	219
nor2b_1	7
buf_2	218
edfxtp_1	211
inv_6	2
[cells in the mapped netlist]
| cell | instances |
|---|---|
| edfxtp_1 | 211 |
| or2_1 | 1 |
| dfxtp_1 | 8 |
| inv_1 | 1 |
| nor2b_1 | 7 |
[how the worst min path moves through the flow]
stage	slack (ps)	start	to
final	90	E_bubble	E_ifun[3]$_SDFF_PP0_
after global routing	80	E_bubble	E_ifun[3]$_SDFF_PP0_
after CTS	140	D_valC[17]	E_valC[17]$_DFFE_PN_
[metrics by stage]
stage          area, sq um  setup TNS (ps)  utilization
6_report             12190          -49660       0.1673
2_1_floorplan         6554         -563850            -
3_3_place_gp         12440         -116310       0.1707
5_1_grt              12180          -64000       0.1672
3_5_place_dp         12440         -119410       0.1707
4_1_cts              12170          -63640       0.1671
[kinds of logic (layout without fill, tap and decap cells)]
group	count (synthesis)	after routing	share of synthesized area
simple gates	8	8	0.007641
buf+inv	1	508	0.0005725
flops	219	219	0.9918
other cells	0	3	0
[repair_timing]
action | 4_1_cts | 5_1_grt
hold endpoints to repair | 0 | 0
gates resized | 734 | 4
endpoints found under the setup margin | 220 | 320
[area by class of cell]
type	count	area [sq um]	share of cell area
Clock buffer	33	655.6	0.05379
Inverter	1	7.507	0.0006160
Clock inverter	10	162.7	0.01335
Multi-Input combinational cell	8	50.05	0.004106
Timing Repair Buffer	464	3598	0.2952
Antenna cell	3	7.507	0.0006160
Tap cell	959	1200	0.09845
Sequential cell	219	6506	0.5338
[routing by layer]
metal	vias to the layer above	GRT usage	wire, microns
met5	-	0	120
met4	20	0.01572	863
met3	48	0.06227	5789
met2	369	0.08449	10800
met1	1883	0.05739	8288
li1	1911	-	-
