File: flow/run.sh
#!/bin/bash
# OpenROAD 26Q1-2900-gdf79404cd8, Yosys 0.63+post, stock flow scripts
make -C /OpenROAD-flow-scripts/flow DESIGN_CONFIG=/design/flow/config.mk WORK_HOME=/design/flow/orfs finish
File: flow/config.mk
export PLATFORM = sky130hd
export DESIGN_NAME = DECODE_REG
export DESIGN_NICKNAME = DECODE_REG
export VERILOG_FILES = /design/flow/design.v
export SDC_FILE = /design/flow/constraint.sdc
export NUM_CORES = 4
export LEC_CHECK = 1
export CORE_AREA = 10 10 194 194
export DIE_AREA = 0 0 204 204
File: flow/constraint.sdc
current_design DECODE_REG

set clk_period 12.1
set clk_io_pct 0.2

create_clock -name clk0 -period $clk_period [get_ports {clk}]

set non_clock_inputs [all_inputs -no_clocks]
set_input_delay [expr $clk_period * $clk_io_pct] -clock clk0 $non_clock_inputs
set_output_delay [expr $clk_period * $clk_io_pct] -clock clk0 [all_outputs]
File: flow/design.v
module DECODE_REG(clk,D_stall, D_bubble,f_stat,f_icode,f_ifun,f_rA,f_rB,f_valC,f_valP,
D_stat,D_icode,D_ifun,D_rA,D_rB,D_valC,D_valP);
input clk;
input D_bubble;
input D_stall;
input [2:0]f_stat;
input [3:0]f_icode; 
input [3:0]f_ifun; 
input [3:0]f_rA;
input [3:0]f_rB;
input [63:0]f_valC;
input [63:0]f_valP;
output reg [2:0] D_stat;
output reg [3:0] D_icode; 
output reg [3:0] D_ifun;
output reg [3:0] D_rA;
output reg [3:0] D_rB;
output reg [63:0] D_valC;
output reg [63:0] D_valP;
always @(posedge(clk)) begin
	case (D_stall)
		4'h1: begin
			D_stat <= D_stat;
			D_icode <= D_icode;
			D_ifun <= D_ifun;
			D_rA <= D_rA;
			D_rB <= D_rB;
			D_valC <= D_valC;
			D_valP <= D_valP;
		end
		default:begin 
			case (D_bubble)
				4'h1: begin
					D_icode <= 4'h1;
					D_ifun <= 4'h0;
				end
				default: begin
					D_stat <= f_stat;
					D_icode <= f_icode;
					D_ifun <= f_ifun;
					D_rA <= f_rA;
					D_rB <= f_rB;
					D_valC <= f_valC;
					D_valP <= f_valP;
				end
			endcase 
			end
	endcase
end
endmodule
==> flow_summary.yaml <==
# synthesis and place-and-route metrics
place:
  gp_congestion: 0.748
  dp.cells: 903
  place.port_buffers: 296
  dpl.hpwl_mm: 12.1
  place_area_um2: 8020
cells_and_area:
  fill_cells: 3378
  design_area_um2: 8590
  layout.cells.non_filler: 937
  syn_to_final_growth_pct: 92.1
  fin_util_pct: 25.7
  drive_above_1_share_pct: 6.37
routing:
  ant_nets: 0
  first_iter_violations: 93
  firstDrtPassIters: 4
  vias_per_cell: 2.94
  drc: 0
  totalWireLength_mm: 14.9
  routedWlPerCell_um: 16.0
  vias: 2758
synth:
  ys_ff: 147
  ys_cells: 157
  yosys-stat-area_um2: 4470
  syn_inst: 157
  yosysWarnings: 1
  syn_avg_cell_area_um2: 28.5
  ys_types: 5
  synth_seq_share_pct: 98.7
  synthesis.area_um2: 4470
setup_path:
  path_cells: "clkdlybuf4s50_1, nor2_4, buf_4"
  critPathKind: "input port to flop"
  critPathArrivalTime_ns: 4.47
  crit_path_end_kind: "flop"
  startpoint_type: "input port"
  crit_fanout: 59
  crit_slowest_cell: "buf_4"
  critPathMaxStageDelay_ns: 0.72
  crit_required_ns: 12.15
global_route:
  overflow: 0
  grt_pass1_wl_mm: 20.5
  grt_pass1_vias: 2915
  grt_max_degree: 60
  antenna_found_initial: 3
  track_usage_pct: 6.99
clocking:
  cts-root-buf: "clkbuf_16"
  htreeDepth: 4
  cts_sinks: 147
  cts_buffers: 17
  clk_pin_slew_ns: 0.06
  cts_tree: "built"
  postCtsSetupRepairBufs: 0
  cts.repair.resized: 0
  clk_path_buf_depth: 2
  postCtsHoldBufs: 0
pwr:
  total_power_mw: 1.24
  p_leak_nw: 2.84
  p_per_area_nw_per_um2: 144
  ir_worst_vdd_mv: 0.0894
die:
  fp_util_pct: 13.4
  pin_count: 297
  placementRows: 67
  coreArea_um2: 33400
  die-area_um2: 41600
  dieHeight_um: 204
  die_x_um: 204
min_path:
  hold_class: "input port to flop"
sta:
  timing.final.crit_share_pct: 36.5
  hold_viol_final: 0
  final.min_clock_period_ns: 4.42
  slew_violations: 0
  tightest_slew_ns: 0.796
  fmax_mhz: 226
  setup_viol: 0
  finalSetupTns_ns: 0
  rsz0062_at_grt: "no"
  max-slew-margin-rel_pct: 46.8
flow_run:
  max_cap_viol_count: 0
  warnings: 25
run_status:
  status: "complete, no violations"
## sequential cells by signal (all words and copies together), names as in the netlist
signal and count:
D_ifun 4, D_stat 3, D_rB 4, D_valC 64, D_icode 4, D_rA 4
D_valP 64
## synthesized netlist by cell type
library cell / count / share of area [%]
edfxtp_1: 147 / 99
nor2b_1: 7 / 0.98
or2_1: 1 / 0.14
nor2_1: 1 / 0.084
inv_1: 1 / 0.084
## layout make-up
type                    instances  area (um2)  area share, %
clock inverters                13         136           1.59
inverters                       1        3.75         0.0437
multi-input cells               9        61.3          0.714
repair buffers                298        2980           34.7
clock buffers                  19         433           5.04
diodes                          2        5.00         0.0582
well taps                     448         561           6.52
flip-flops and latches        147        4410           51.4
## layer usage
metal	up-vias	GRT usage [%]	wire length (um)
met2	202	10.2	6640
met3	17	5.07	2400
li1	1269	-	-
met4	4	1.22	201
met5	-	0	33
met1	1266	8.38	5670
## report_power, final
| group | leakage [nW] | internal [mW] | switching [mW] |
|---|---|---|---|
| sequential | 1.38 | 0.599 | 0.00834 |
| clock | 0.261 | 0.302 | 0.207 |
| combinational | 1.19 | 0.0936 | 0.0269 |
| total | 2.84 | 0.995 | 0.242 |
## metrics by stage
stage	setup WS [ns]	hold slack, ns
after floorplan	3.26	2.52
after global placement	7.24	2.97
after detailed placement	7.16	2.98
after CTS	7.65	2.50
after global routing	7.56	2.50
final	7.68	2.54
## critical path, delay by kind of cell
family | cells | cell delay [ns]
AND/OR/NAND/NOR | 1 | 0.69
buffers and inverters | 2 | 1.28
## cell usage in the layout, fill, tap and decap left out
master	count
clkbuf_16	17
buf_4	2
clkdlybuf4s50_1	296
bufinv_16	2
or2_1	1
clkbuf_1	2
edfxtp_1	147
clkinv_1	2
diode_2	2
clkinv_2	1
clkinv_4	2
nor2_4	1
clkinvlp_4	5
inv_1	1
nor2b_1	7
inv_6	1
## cell families after synthesis
| logic type | synth area share [%] |
|---|---|
| simple gates | 1.20 |
| flops | 98.7 |
| buf+inv | 0.0839 |
## final timing paths
| path | from | to | slack [ns] | cells after the start |
|---|---|---|---|---|
| worst max-delay path | D_bubble | D_valC[11]$_DFFE_PP_ | 7.68 | 3 |
| worst min-delay path | f_valP[55] | D_valP[55]$_DFFE_PP_ | 2.54 | 1 |
No activity file was given, so power comes from the tool's default toggle rates.
