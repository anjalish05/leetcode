==> design.v <==
module MEMORY_REG(clk,M_bubble,E_stat,E_icode,e_cnd,e_valE,
E_valA,e_dstE,E_dstM,
M_stat,M_icode, M_cnd,M_valE,M_valA,M_dstE,M_dstM);
input clk;
input M_bubble;
input [2:0]E_stat;
input [3:0]E_icode; 
input e_cnd; 
input [3:0]e_dstE;
input [3:0]E_dstM;
input [63:0]E_valA;
input [63:0]e_valE;
output reg [2:0] M_stat;
output reg [3:0] M_icode; 
output reg M_cnd;
output reg [3:0]M_dstE;
output reg [3:0]M_dstM;;
output reg [63:0]M_valE;
output reg [63:0]M_valA;
always @(posedge(clk)) begin
	case (M_bubble)
		4'h1:begin
			M_icode <= 4'h1;
		end
		default: begin
			M_stat <= E_stat;
			M_icode <= E_icode;
			M_cnd <= e_cnd;
			M_valE <= e_valE;
			M_valA <= E_valA;
			M_dstE <= e_dstE;
			M_dstM <= E_dstM;
		end
	endcase
end
endmodule
==> run.sh <==
#!/bin/bash
# OpenROAD 26Q1-2900-gdf79404cd8, Yosys 0.63+post, stock flow scripts
make -C /OpenROAD-flow-scripts/flow DESIGN_CONFIG=/design/flow/config.mk WORK_HOME=/design/flow/orfs finish
==> config.mk <==
export PLATFORM = sky130hd
export DESIGN_NAME = MEMORY_REG
export DESIGN_NICKNAME = MEMORY_REG
export VERILOG_FILES = /design/flow/design.v
export SDC_FILE = /design/flow/constraint.sdc
export NUM_CORES = 4
export LEC_CHECK = 1
export CORE_UTILIZATION = 40
==> constraint.sdc <==
current_design MEMORY_REG

set clk_period 1.0
set clk_io_pct 0.2

create_clock -name clk0 -period $clk_period [get_ports {clk}]

set non_clock_inputs [all_inputs -no_clocks]
set_input_delay [expr $clk_period * $clk_io_pct] -clock clk0 $non_clock_inputs
set_output_delay [expr $clk_period * $clk_io_pct] -clock clk0 [all_outputs]
==> results_slide.txt <==
Run Summary

STA
  • Final Cycle Share: 120.9%
  • Worst setup margin: -209.2 ps
  • Max-slew violation count: 0
  • Setup violators final: 144
  • RSZ-0062 raised after global routing: true
  • Final Critical Period: 1209 ps
  • Fmax: around 830 MHz
  • Worst Tran Pin Value: approximately 270 ps
  • Hold Vio Cnt, Final: 0
  • Relative slew slack: 81.90%

Clock tree
  • Clock slew at reported path FFs: 60 ps
  • Number of hold buffers added after CTS: 0
  • Sink Count: between 100 and 150
  • Max Root-Sink Buffers: 2
  • CTS Buf Count: 17
  • Clock tree root driver cell: clkbuf_8
  • H-Tree Depth: 4
  • CTS tree: done

Layout
  • Synth-to-layout area growth: 69.28%
  • Most frequent cells in the layout: clkdlybuf4s50_1 (145), buf_2 (144), edfxtp_1 (140), clkbuf_16 (17), clkinv_2 (5)
  • Commonest Layout Cell: clkdlybuf4s50_1
  • Ratio of cells with drive above 1 in the final layout: a little under two fifths
  • Core Util, Final: 70.40%
  • Fill cells: roughly 700
  • Fin cells: 611

Logic synthesis
  • Post-synth area hogs: edfxtp_1 (97%), dfxtp_1 (1.9%), nor2b_1 (0.44%), or2_1 (0.15%), inv_1 (0.087%)
  • Syn Std Cell Area: 4313 um2
  • Register share after synthesis: 99.33%
  • Yosys stat area: 4313 um2
  • Synth Instances: 149
  • Synth flops: 144
  • Avg Inst Size Synth: 28.95 um2
  • Synth warn: 1
  • Area leader, netlist: edfxtp_1
  • Ys cells: approximately 150
  • Distinct lib cells used: 5
  • Yosys top cell area share: 97.48%

Placed design
  • Hpwl dp: 8646 um
  • Gpl congestion: 0.8128
  • Port Buffers: 289
  • Placed cells: 580

Power and ir drop
  • Combinational power share: 8.1%
  • Clock Power Share: 39.2%
  • Net Sw Frac: 18.65%
  • PD cells: 1883 nW/um2
  • Pleak: 2.870 nW
  • Reg power frac: 52.7%
  • VDD IR max: 1091 uV
  • Cell internal pwr: 11.18 mW
  • Sw Pwr: 2.564 mW

Detailed routing
  • Wirelength per Cell: 18.35 um
  • Iteration-0 DRC Markers: 58
  • Routed WL: approximately 11000 um
  • Routed Antenna Nets: 0
  • DRC errors left: 0
  • Via count: between 2k and 3k
  • Via density: 4.362
  • Drt pass-1 iters: 4
  • Diodes inserted: 0

Setup path
  • Arrival time at the worst endpoint: 1010 ps
  • CP Max Fanout: 1
  • Cell family with most CP delay: flip-flops
  • CP Cell Sequence: buf_2
  • Nature of the critical path startpoint: flop
  • Crit path max-delay cell type: edfxtp_1
  • Worst path required time: 800 ps
  • Crit path kind: flop to primary output
  • Crit path buf inv count: 1
  • Max incr delay on CP: 380 ps
  • Setup crit end kind: primary output

Status
  • Run status: complete, but fails checks
  • Failing checks: setup timing

Floorplanning
  • Die area: roughly 11000 um2
  • Die Ht: between 100 and 150 um
  • Core Box Area: 10370 um2
  • Row cnt: 37
  • Top Ports: 290
  • Die Width: 105.8 um
  • Fp util: 41.59%

GRT
  • Initial antenna violation count: 0
  • First-pass GRT wire length: 15950 um
  • Tot GR Track Use: 22.23%
  • Largest net degree at the start of global routing: between 40 and 50
  • Grt total ovfl: 0
  • Number of global-route vias before repair: 2812

Job
  • Max-cap violations: 0
  • Tool Warnings: 29

Hold path
  • Hold crit path type: input pin to flop
-- layer usage --
layer,routed length (um),vias up,part of all wire [%],track usage (%)
met3,1659,13,15,12.81
li1,-,1241,-,-
met2,5768,175,51,34.41
met5,0,-,0,0
met4,191,0,1.7,4.266
met1,3590,1236,32,30.15
-- Yosys cell counts --
cell	count
nor2b_1	3
or2_1	1
dfxtp_1	4
inv_1	1
edfxtp_1	140
-- path summary, 6_finish.rpt --
kind / start / end / slack (ps) / depth (start not counted)
min: E_icode[3] / M_icode[3] / 250 / 2
max: M_valA[23] / M_valA[23] / -210 / 1
-- repair_timing --
item,in CTS,in global routing
resized,461,0
buffers inserted,0,1
cloned,0,1
setup endpoints to repair,144,273
-- area by class of cell --
| type | instances | area [um2] | share of cell area (%) |
|---|---|---|---|
| Clock buffer | 17 | 414.1 | 5.673 |
| Timing Repair Buffer | 297 | 2300 | 31.50 |
| Inverter | 1 | 7.507 | 0.1028 |
| Tap cell | 136 | 170.2 | 2.331 |
| Sequential cell | 144 | 4287 | 58.71 |
| Clock inverter | 12 | 97.59 | 1.337 |
| Multi-Input combinational cell | 4 | 25.02 | 0.3428 |
-- flip-flops by register name (all words and copies together) (netlist names) --
name	count
M_cnd	1
M_dstE	4
M_dstM	4
M_icode	4
M_valA	64
M_stat	3
M_valE	64
-- power groups by stage --
| stage | Sequential (mW) | Combinational (mW) | Clock, mW |
|---|---|---|---|
| final | 7.24 | 1.11 | 5.39 |
| after global routing | 7.29 | 1.21 | 5.81 |
| after CTS | 7.25 | 1.12 | 5.54 |
-- per-stage QoR --
| step | hold slack (ps) | TNS (ps) | area [um2] | total power, mW | worst slack (ps) |
|---|---|---|---|---|---|
| after global placement | 754.3 | -67640 | 7462 | 8.904 | -491.0 |
| after CTS | 220.5 | -29460 | 7256 | 13.90 | -244.5 |
| after global routing | 218.2 | -33170 | 7301 | 14.30 | -271.4 |
| after detailed placement | 757.8 | -70130 | 7462 | 8.920 | -510.3 |
| after floorplan | 271.6 | -225430 | 4317 | 7.366 | -1610 |
| final | 250.1 | -24060 | 7301 | 13.75 | -209.2 |
-- logic make-up (layout without fill, tap and decap cells) --
group                  Yosys count  after routing  synth area share [%]
buffers and inverters            1            327               0.08695
DFF                            144            144                 99.33
and+or+nand+nor                  4              4                0.5804
Power figures rest on the tool's default switching activity, not on a simulated workload.
